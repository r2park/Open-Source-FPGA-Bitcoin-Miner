`flow/run.sh`:
```
#!/bin/bash
# OpenROAD 26Q1-2900-gdf79404cd8, Yosys 0.63+post, stock flow scripts
make -C /OpenROAD-flow-scripts/flow DESIGN_CONFIG=/design/flow/config.mk WORK_HOME=/design/flow/orfs finish
```
`flow/config.mk`:
```
export PLATFORM = sky130hd
export DESIGN_NAME = raw7seg
export DESIGN_NICKNAME = raw7seg
export VERILOG_FILES = /design/flow/design.v
export SDC_FILE = /design/flow/constraint.sdc
export NUM_CORES = 4
export LEC_CHECK = 1
export CORE_AREA = 10 10 112 112
export DIE_AREA = 0 0 122 122
```
`flow/constraint.sdc`:
```
current_design raw7seg

set clk_period 2.5
set clk_io_pct 0.2

create_clock -name clk0 -period $clk_period [get_ports {clk}]

set non_clock_inputs [all_inputs -no_clocks]
set_input_delay [expr $clk_period * $clk_io_pct] -clock clk0 $non_clock_inputs
set_output_delay [expr $clk_period * $clk_io_pct] -clock clk0 [all_outputs]
```
`flow/design.v`:
```
module raw7seg(clk, segment, anode, word);
   parameter SEG_UNITS = 4;
   parameter INVERT_ANODES = 1;
   parameter INVERT_SEGMENTS = 1;
   input clk;
   output [(SEG_UNITS - 1):0] anode;
   output [7:0] segment;
   input [(SEG_UNITS * 8 - 1):0] word;
   reg [15:0] 	cnt;
   always @(posedge clk) cnt<=cnt+16'h1;
   wire 	cntovf = &cnt;
   reg [3:0] 	an_index;
   reg [7:0] 	SevenSeg;
   reg [(SEG_UNITS * 8 - 1):0] word_shifted;
   generate
      if (INVERT_SEGMENTS)
	begin: if_is
	   assign segment = ~word_shifted[7:0];
	end
      else
	begin: else_is
	   assign segment = word_shifted[7:0];
	end
   endgenerate
   always @(posedge cntovf)
     if (an_index == SEG_UNITS - 1)
       an_index <= 0;
     else
       an_index <= an_index + 1;
   always @(posedge clk)
     word_shifted <= word >> (an_index * 8);
   localparam [(SEG_UNITS - 1):0] 	anode_init = 1;
   generate
      if (INVERT_ANODES)
	begin: if_ia
	   assign anode = ~(anode_init << an_index);
	end
      else
	begin: else_ia
	   assign anode = (anode_init << an_index);
	end
   endgenerate
endmodule
```
==> deck_impl_summary.md <==
Flow Results at a Glance

Clock tree
  • Post-CTS sizing: 0
  • Clock buffer count from CTS: 3
  • Longest Clk Path Bufs: 2
  • Clock root buffer: clkbuf_8
  • Post-CTS Setup Repair Bufs: 0
  • Worst-path clk slew: 90 ps
  • Clk latency of the worst-skew pair: 270 ps
  • H-tree depth: 1
  • Hold_buf cts: 0
  • TritonCTS clock tree: yes

GRT
  • Global-route wire length before repair: 4730 um
  • Vias in the first global route: 959
  • Global route overflow: 0
  • GRT Total Usage: 3.86%
  • Initial antenna violation count: 0
  • Largest net degree at the start of global routing: 16

Synth
  • Yosys cell count: 115
  • Synthesized area: 1250 um2
  • Ys async rst share: 0%
  • Top FF cell, synth: dfxtp_1
  • Top-area cell share: 44.8%
  • Post-Syn Area per Cell: 10.9 um2
  • Unique masters post-synth: 26
  • Synth Instances: 115
  • EDFF count, synth: 0
  • Yosys Warn Count: 1
  • Flops after synth: 28
  • Part of the Yosys area used for sequential elements: 44.8%
  • Synth area leader: dfxtp_1
  • Area reported by Yosys stat: 1250 um2
  • Top post-synthesis cells by area: dfxtp_1 45%, mux4_1 8.4%, mux4_2 7.2%

Route
  • Router iterations before antenna repair: 4
  • Routed WL: 2990 um
  • Diodes inserted: 0
  • # DRC: 0
  • Vias: 945
  • Post-DRT Antenna Nets: 0
  • Routed length per instance: 10.1 um
  • Starting DRC count in detailed routing: 24
  • Vias per cell: 3.20

Final timing
  • Fmax: 0.624 GHz
  • Endpoints left unconstrained: 8
  • Tmin final: 1600 ps
  • RSZ-0062 raised after global routing: no
  • Setup Skew: 5.07 ps
  • Final tally of setup violations: 0
  • Fin. max-slew vios: 0
  • Post-layout period usage: 64.1%
  • Fin. Hold Viols: 0
  • Relative slew slack: 54.3%
  • Register pins left without a clock: 4
  • Hold Slack: 412 ps
  • Slew of the pin with the lowest slew margin: 685 ps
  • Setup ws final: 897 ps
  • Post-Route Setup TNS: 0 ps

Job
  • Tool warnings: 25
  • # Max-Cap Violations: 0

Worst setup path
  • Crit-path leading delay family: buffers and inverters
  • CP Launch Type: flip-flop
  • Worst Path Required: 2000 ps
  • Buf/Inv on CP: 2
  • CP Max Fanout: 1
  • Crit path DAT: 1100 ps
  • Critical-path top delay cell: clkdlybuf4s50_1
  • Largest stage delay, worst path: 460 ps
  • Setup crit end kind: output port
  • Cell Chain, Critical Path: inv_1 > clkdlybuf4s50_1
  • Crit path kind: flip-flop to output port

Placed design
  • Place WS: 801 ps
  • GPL Wtd Cong: 0.735
  • Number of I/O port buffers: 44
  • Hpwl dp: 2480 um

Layout
  • Commonest Layout Cell: clkdlybuf4s50_1
  • Most frequent logic cells in the routed design: 44 x clkdlybuf4s50_1, 28 x dfxtp_1, 12 x inv_1
  • Area Overhead vs Synth: 51.3%
  • Layout cells sized above 1: 7.55%

Status
  • Status: completed

Worst hold path
  • Worst min path class: flip-flop to flip-flop

Floorplanning
  • Std cell rows: 37
  • Initial core utilization: 12.2%
  • Die width: 122 um
  • Die area: 14,900 um2
  • Ports: 45
  • Die Y: 122 um
  • Core area: 10,200 um2

Power
  • P per Cell Area: 410 nW/um2
  • Leak pwr: 0.000672 uW
  • Worst VDD drop: 263 uV
[metrics by stage]
stage,std cells,total power (uW),area (um2),utilization (%)
final,295,776,1890,18.5
after global routing,295,804,1890,18.5
after CTS,295,786,1890,18.5
after detailed placement,291,449,1820,17.8
after global placement,291,448,1820,17.8
after floorplan,115,400,1250,-
[cell type report]
cell class              count  area (um2)
multi-input cells          71         606
well taps                 136         170
clock buffers               3        41.3
repair buffers             44         440
flip-flops and latches     28         561
clock inverters             1        30.0
inverters                  12        45.0
fillers                  1087        8340
[routing by layer]
| layer | vias up | share of wire [%] | GRT usage, % |
|---|---|---|---|
| met4 | 0 | 2.1 | 1.04 |
| met1 | 448 | 42 | 4.84 |
| li1 | 483 | - | - |
| met2 | 12 | 54 | 7.00 |
| met3 | 2 | 1.7 | 0.235 |
| met5 | - | 0 | 0 |
[power by group]
| group | internal (uW) | leakage, uW | switching (uW) |
|---|---|---|---|
| Clock | 214 | 0.0000357 | 122 |
| Sequential | 382 | 0.000225 | 0 |
| Combinational | 50.9 | 0.000411 | 6.72 |
[synthesized netlist by cell type, types with 2 or more instances]
cell,count
xor2_1,10
nor2_1,6
dfxtp_1,28
mux4_1,4
xnor2_1,5
nand2_1,6
nand3_1,8
nor4_1,4
and2_1,8
ha_1,2
nand4_1,3
nor3_1,3
mux4_2,4
inv_1,12
[logic make-up after synthesis]
group                      synth area share (%)
buffers and inverters                      6.80
DFF                                        44.8
muxes                                      15.6
xor gates and xnor gates                   10.5
adders and majority gates                  2.00
AOI/OAI and AO/OA                          1.40
and+or+nand+nor                            18.9
[path summary, 6_finish.rpt]
kind	from	to	slack, ps	cells after the start
setup reg to reg	cnt[0]	cnt[12]	1090	4
hold reg to reg	cnt[0]	cnt[0]	410	1
setup / recovery	word_shifted[0]	segment[0]	900	2
hold / removal	cnt[0]	cnt[0]	410	1
[sequential cells by signal, indices dropped and copies added, names as in the netlist]
name / flops
word_shifted: 8
cnt: 16
an_index: 4
Power is estimated from default activity; no workload was simulated.
